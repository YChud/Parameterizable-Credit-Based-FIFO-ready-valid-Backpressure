==> /design/flow/design.v <==
module fifo #(
  parameter int Data_W = 32,  
  parameter int DEPTH = 8,  
  parameter int PIPE_OUT = 0,  
  parameter int SKID_EN = 0  
)(
  input logic clk,
  input logic rst_n,
  input logic s_valid,
  output logic s_ready,
  input logic [Data_W-1:0] s_data,
  output logic m_valid,
  input logic m_ready,
  output logic [Data_W-1:0] m_data,
  output logic [$clog2(DEPTH+1)-1:0] level,
  output logic empty,
  output logic full,
  output logic [$clog2(DEPTH+1)-1:0] credits
);
  logic [Data_W-1:0] mem [0:DEPTH-1];
  localparam int PTR_W = (DEPTH <= 1) ? 1 : $clog2(DEPTH);
  logic [PTR_W-1:0] wr_ptr;
  logic [PTR_W-1:0] rd_ptr;
  logic push;
  logic pop;
  logic stall_prev;
  logic [Data_W-1:0] m_data_prev;
  logic pipe_valid;
  logic [Data_W-1:0] pipe_data;
  logic signed [$clog2(DEPTH+1):0] level_next;
  logic [PTR_W-1:0] rd_ptr_next;
  logic core_valid;
  logic [Data_W-1:0] core_data;
  logic core_ready;
  logic skid_valid;
  logic [Data_W-1:0] skid_data;
  always @(posedge clk) begin
    if (!rst_n) begin
      wr_ptr <= '0;
      rd_ptr <= '0;
      level <= '0;
      m_data_prev <= '0;
      stall_prev  <= 1'b0;
    end else begin
      if (push) begin
        mem[wr_ptr]<=s_data;
      end
      if (push) begin
        if (wr_ptr == PTR_W'(DEPTH-1))
          wr_ptr<= '0;
        else
          wr_ptr <= wr_ptr + 1'b1;
      end
      if (pop) begin
        if (rd_ptr == PTR_W'(DEPTH-1))
          rd_ptr <= '0;
        else
          rd_ptr <= rd_ptr + 1'b1;
      end
      case ({push, pop})
        2'b10: level <= level + 1'b1;  
        2'b01: level <= level - 1'b1;  
        default: level <= level;       
      endcase
      assert (!(full && push && !pop))  
      else $fatal(1, "FIFO overflow: full=1 but accepted push");
	  assert (!(empty && pop))
      else $fatal(1, "FIFO underflow: empty=1 but core_valid=1");
      if (stall_prev) begin
      assert (m_data == m_data_prev)
      else $fatal(1, "FIFO backpressure: m_data changed during ongoing stall");
      end
      m_data_prev <= m_data;
      stall_prev  <= (m_valid && !m_ready);
      assert (!(empty && (level!=0)))
      else $fatal(1, "FIFO level negative");
      assert (!(full && (level!=DEPTH)))
      else $fatal(1, "FIFO exceeded DEPTH");
    end
  end
  always @(posedge clk) begin
    if (!rst_n) begin
      pipe_valid <= 1'b0;
      pipe_data <= '0;
    end else if (PIPE_OUT) begin
      if (!pipe_valid || core_ready) begin
        if (level_next > 0) begin
          pipe_valid <= 1'b1;
          if (push && ( (level == 0) || (pop && (level == 1)) )) begin
  			pipe_data <= s_data;
		  end else begin
  			pipe_data <= mem[rd_ptr_next];  
		  end
        end else begin
        	pipe_valid <= 1'b0;
        end 
      end
    end
  end
    always_ff @(posedge clk) begin
    if (!rst_n) begin
      skid_valid <= 1'b0;
      skid_data  <= '0;
    end else if (SKID_EN) begin
      if (skid_valid && m_ready) begin
        skid_valid <= 1'b0;
      end
      if (!skid_valid && core_valid && !m_ready) begin
        skid_valid <= 1'b1;
        skid_data  <= core_data;
      end
    end else begin
      skid_valid <= 1'b0;
      skid_data  <= '0;
    end
  end
  assign empty = (level==0);
  assign full = (level==$unsigned(DEPTH));
  assign credits = $unsigned(DEPTH) - level;
  assign s_ready = !full || pop;
  assign core_valid = (PIPE_OUT ? pipe_valid: !empty);
  assign core_data = (PIPE_OUT ? pipe_data : mem[rd_ptr]);
  assign m_valid = (SKID_EN ? (skid_valid ? 1'b1 : core_valid) : core_valid);
  assign m_data = (SKID_EN ? (skid_valid ? skid_data : core_data) : core_data);
  assign core_ready = (!SKID_EN) ? m_ready : (!skid_valid);
  assign push = s_valid && s_ready;
  assign pop = core_valid && core_ready;
  assign level_next = $signed({1'b0, level}) + (push ? 1 : 0) - (pop  ? 1 : 0);
  assign rd_ptr_next = (pop) ? ((rd_ptr == PTR_W'(DEPTH-1)) ? '0 : (rd_ptr + 1'b1)) : rd_ptr;
endmodule
==> /design/flow/run.sh <==
#!/bin/bash
# OpenROAD 26Q1-2900-gdf79404cd8, Yosys 0.63+post, stock flow scripts
make -C /OpenROAD-flow-scripts/flow DESIGN_CONFIG=/design/flow/config.mk WORK_HOME=/design/flow/orfs finish
==> /design/flow/config.mk <==
export PLATFORM = sky130hd
export DESIGN_NAME = fifo
export DESIGN_NICKNAME = fifo
export VERILOG_FILES = /design/flow/design.v
export SDC_FILE = /design/flow/constraint.sdc
export NUM_CORES = 4
export LEC_CHECK = 1
export CORE_UTILIZATION = 50
export SYNTH_HDL_FRONTEND = slang
==> /design/flow/constraint.sdc <==
current_design fifo

set clk_period 6.9
set clk_io_pct 0.2

create_clock -name clk0 -period $clk_period [get_ports {clk}]

set non_clock_inputs [all_inputs -no_clocks]
set_input_delay [expr $clk_period * $clk_io_pct] -clock clk0 $non_clock_inputs
set_output_delay [expr $clk_period * $clk_io_pct] -clock clk0 [all_outputs]
==> flow_metrics.py <==
# Physical implementation metrics
metrics = {
    "synth": {
        "ys_ff": 269,
        "synth_cells": 463,
        "synth.most_common_cell": "edfxtp_1",
        "synth_cell_types": 37,
        "yosysCellCount": 463,
        "synth-main-ff-cell": "edfxtp_1",
        "async_flop_share_pct": 0,
        "syn_area_mm2": 0.0106,
        "top_cells_by_area": "edfxtp_1 73%, mux4_2 7.7%, mux4_1 6.9%",
        "yosys-stat-area_mm2": 0.0106,
        "top_cell_area_share_pct": 72.6,
        "yosysWarnings": 0,
        "synthTopCellsByCount": "256 x edfxtp_1, 36 x mux4_2, 28 x mux4_1",
        "synth_seq_share_pct": 75.0,
        "top_area_cell": "edfxtp_1",
        "edf_count": 256,
        "synth.avg_cell_area_um2": 22.9,
    },
    "route": {
        "ant_nets": 0,
        "initialDrtViolationCount": 259,
        "insertedDiodeCount": 0,
        "postRouteWirelength_mm": 18.5,
        "num_vias": 4823,
        "drc": 0,
        "wl_per_cell_um": 21.6,
        "first_pass_iters": 4,
        "vias_per_cell": 5.63,
    },
    "power_and_ir_drop": {
        "seqPwrFrac_pct": 46.5,
        "ir_drop_uv": 231,
        "swShare_pct": 22.1,
        "switching_power_mw": 0.908,
        "cellLeakagePower_nw": 4.07,
        "powerDensity_mw_per_mm2": 325,
        "internal_power_mw": 3.19,
        "clkPwrFrac_pct": 34.8,
        "power_frac_comb_pct": 18.7,
    },
    "sta": {
        "tns_ns": 0,
        "setup_viol": 0,
        "fin_crit_sh_pct": 68.0,
        "fmax_ghz": 0.213,
        "finalClockSkew_ns": 0.0139,
        "maxSlewHeadroom_pct": 51.9,
        "timing.final.crit_period_ns": 4.69,
        "rsz0062_at_grt": "false",
        "hold_viol": 0,
        "tightest_slew_ns": 0.722,
        "drv_slew": 0,
    },
    "critical_path": {
        "slowest_stage": "dfxtp_4",
        "start_kind": "flop",
        "crit_type": "flop to output port",
        "timing.rr.start": "level[0]",
        "required_ns": 5.52,
        "critPathMaxFanout": 38,
        "critPathArrivalTime_ns": 3.31,
        "setup.worst_path.end_class": "output port",
        "cpPeakStageDelay_ns": 0.69,
        "cp_cell_sequence": "buf_4 -> mux4_1 -> mux2_2 -> clkdlybuf4s50_1",
    },
    "die": {
        "die_h_um": 148,
        "pin_count": 80,
        "dieArea_mm2": 0.0218,
        "row_count": 52,
        "fp.dieW_um": 148,
        "floorplan.core_util_pct": 51.7,
        "core_area_mm2": 0.0205,
    },
    "global_route": {
        "antenna_found_initial": 0,
        "track_usage_pct": 20.3,
        "grt_pass1_wl_mm": 29.3,
        "grt_overflow": 0,
        "first_global_vias": 5340,
        "grt_max_degree": 41,
    },
    "clock_tree": {
        "insertion_delay_ns": 0.53,
        "cts_buffer_depth": 3,
        "clkTransAtPathRegs_ns": 0.06,
        "cts_hold_buf": 0,
        "cts_tree": "done",
        "htreeDepth": 1,
        "numCtsBuffers": 28,
        "cts_root_buf": "clkbuf_16",
        "cts.sinks": 269,
        "cts_resized": 0,
        "cts_setup_buffers": 0,
    },
    "cells_and_area": {
        "comb_area_mm2": 0.00252,
        "seq_area_mm2": 0.00795,
        "syn_to_final_growth_pct": 19.2,
        "n_fill_cell": 1410,
        "drive_gt1_share_pct": 23.9,
        "post-route-cell-area_mm2": 0.0126,
    },
    "placement": {
        "placed_area_mm2": 0.0117,
        "routabilityCongestion": 0.772,
        "dp_hpwl_mm": 10.3,
        "io_buffers": 79,
    },
    "min_path": {
        "hold_start": "rd_ptr[1]",
        "hold_class": "flop to flop",
    },
    "run": {
        "max-cap-violations": 0,
        "tool_warnings": 25,
    },
    "outcome": {
        "status": "finished clean",
    },
}
[final cells by class]
cell class / instances / area share, %
repair buffers: 92 / 7.04
flip-flops and latches: 269 / 63.0
multi-input cells: 165 / 19.9
clock buffers: 35 / 5.93
well taps: 270 / 2.68
clock inverters: 17 / 1.14
inverters: 9 / 0.268
[worst max-delay path: cells and delay by family, from the launching register on]
| kind | cells | cell delay, ns |
|---|---|---|
| multiplexers | 2 | 0.94 |
| flip-flops | 1 | 0.69 |
| buffers and inverters | 2 | 1.12 |
[routing by layer]
metal / global-route usage [%] / vias up / routed length (um)
met5: 0 / - / 0
met1: 30.8 / 2403 / 6900
met3: 11.2 / 27 / 2190
li1: - / 2152 / -
met2: 30.1 / 241 / 9140
met4: 2.84 / 0 / 291
[flip-flops by register name, summed over array words and instances, names as in the netlist, named ones only]
| signal | flops |
|---|---|
| level | 4 |
| mem | 256 |
| rd_ptr | 3 |
| wr_ptr | 3 |
[power groups by stage]
stage	Clock [mW]	Combinational [mW]	Sequential (mW)
6_report	1.43	0.766	1.91
5_1_grt	1.53	0.841	1.92
4_1_cts	1.46	0.782	1.91
[worst paths after layout]
check / endpoint / slack [ns] / cells past startpoint
worst min register to register: flop / 0.48 / 2
worst min-delay path: flop / 0.48 / 2
worst max register to register: mem[3][0] / 3.98 / 7
worst max-delay path: m_data[0] / 2.21 / 4
[layout by cell type (no fill, tap or decap), types with 3 or more instances in the layout]
cell type        netlist  layout
nand2b_1               3       3
inv_1                  7       7
clkbuf_16              0      29
mux2_2                17      17
ha_1                   7       7
mux4_1                28      28
mux2i_1                3       3
nor2_4                 0       6
mux2_4                16      16
xnor2_1                3       3
clkinv_1               2       7
nand2_1               12      12
nand3_1                3       3
a21oi_1                9       9
edfxtp_1             256     256
mux4_2                36      36
buf_4                  1      13
clkbuf_1               1       6
dfxtp_1               13      10
clkinv_2               0       6
clkdlybuf4s50_1        0      79
nor2_1                 9       3
[logic make-up after synthesis]
kind of cell / after synthesis / synth area share, %
AND-OR/OR-AND: 14 / 0.862
XOR/XNOR: 4 / 0.331
adder cells (fa/ha/maj): 8 / 1.02
buffers and inverters: 29 / 1.75
flip-flops: 269 / 75.0
multiplexers: 100 / 19.0
AND/OR/NAND/NOR: 39 / 2.06
[through the flow]
step	setup slack (ns)	hold slack, ns	power (mW)	std cells	util [%]
2_1_floorplan	2.29	0.450	2.41	463	-
3_3_place_gp	2.69	0.461	2.72	805	57.2
3_5_place_dp	2.69	0.477	2.72	805	57.2
4_1_cts	2.12	0.485	4.15	857	61.6
5_1_grt	1.98	0.513	4.29	857	61.6
6_report	2.21	0.485	4.10	857	61.6
Power and IR drop assume default switching activity.
